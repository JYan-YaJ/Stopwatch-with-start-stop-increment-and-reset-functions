`flow/design.v`:
```
module divide (	clk,rst_n,clkout);
        input 	clk,rst_n;                        
        output	clkout;                           
	parameter	WIDTH	= 24;              
	parameter	N	= 12_000_00;              
	reg 	[WIDTH-1:0]	cnt_p,cnt_n;      
	reg			clk_p,clk_n;      
	always @ (posedge clk or negedge rst_n )          
		begin
			if(!rst_n)
				cnt_p<=0;
			else if (cnt_p==(N-1))
				cnt_p<=0;
			else cnt_p<=cnt_p+1;              
		end
         always @ (posedge clk or negedge rst_n)
		begin
			if(!rst_n)
				clk_p<=0;
			else if (cnt_p<(N>>1))           
				clk_p<=0;
			else 
				clk_p<=1;                
		end
	always @ (negedge clk or negedge rst_n)
		begin
			if(!rst_n)
				cnt_n<=0;
			else if (cnt_n==(N-1))
				cnt_n<=0;
			else cnt_n<=cnt_n+1;
		end
	always @ (negedge clk)
		begin
			if(!rst_n)
				clk_n<=0;
			else if (cnt_n<(N>>1))  
				clk_n<=0;
			else 
				clk_n<=1;                 
		end
        assign clkout = (N==1)?clk:(N[0])?(clk_p&clk_n):clk_p;       
endmodule 
module counter
(
	clk				,     
	rst				,     
	start           ,      
    stop            ,       
	add             ,       
	seg_led_1		,     
	seg_led_2		    
);
	input 	clk,rst;
	input	stop,start,add;
	output 	[8:0]	seg_led_1,seg_led_2;
	wire		clk10h;         
	reg         start_flag;
	reg         stop_flag;
    reg         add_flag;
	reg   		[6:0]   seg		[9:0];  
	reg			[3:0]	cnt_ge;       
	reg			[3:0]	cnt_shi;      
	initial 
	begin
		seg[0] = 7'h3f;	    
		seg[1] = 7'h06;	    
		seg[2] = 7'h5b;	    
		seg[3] = 7'h4f;	    
		seg[4] = 7'h66;	    
		seg[5] = 7'h6d;	    
		seg[6] = 7'h7d;	    
		seg[7] = 7'h07;	    
		seg[8] = 7'h7f;	    
		seg[9] = 7'h6f;	    
	end
	divide #(.WIDTH(32),.N(1200000)) U1 ( 
			.clk(clk),
			.rst_n(rst),      
			.clkout(clk10h)
			);
	always @(posedge clk10h or negedge rst)
    begin
        if (!rst)
        begin
            cnt_ge <= 4'd0;
            cnt_shi <= 4'd0;
            start_flag <= 0;
            stop_flag <= 0;
            add_flag <= 0 ;
        end
        else if ((!start || start_flag) && stop )begin 
            start_flag <= 1;
            stop_flag <= 0;
            if (cnt_ge == 4'd9)begin 
                cnt_ge <= 4'd0;
                if(cnt_shi == 4'd9)
                    cnt_shi <= 4'd0;
                else
                    cnt_shi <= cnt_shi + 1;
                end
            else
                cnt_ge <= cnt_ge + 1;
            end    
        else if ( (!stop  || stop_flag) && start )begin 
			start_flag <= 0;
            stop_flag <= 1;
            if(add)
                add_flag <= 0;
            else if(!add && add_flag == 0)begin 
                cnt_ge <= cnt_ge + 1;
                add_flag <= 1 ;          
                if (cnt_ge == 4'd9)begin 
                    cnt_ge <= 4'd0;
                    if(cnt_shi == 4'd9)
                        cnt_shi <= 4'd0;
                    else
                    cnt_shi <= cnt_shi + 1;
                    end
                end
			end
    end
    assign seg_led_2[8:0] = {2'b00,seg[cnt_ge]}; 
	assign seg_led_1[8:0] = {2'b01,seg[cnt_shi]};
endmodule
```
`flow/run.sh`:
```
#!/bin/bash
# OpenROAD 26Q1-2900-gdf79404cd8, Yosys 0.63+post, stock flow scripts
make -C /OpenROAD-flow-scripts/flow DESIGN_CONFIG=/design/flow/config.mk WORK_HOME=/design/flow/orfs finish
```
`flow/config.mk`:
```
export PLATFORM = sky130hd
export DESIGN_NAME = counter
export DESIGN_NICKNAME = counter
export VERILOG_FILES = /design/flow/design.v
export SDC_FILE = /design/flow/constraint.sdc
export NUM_CORES = 4
export LEC_CHECK = 1
export CORE_UTILIZATION = 30
```
`flow/constraint.sdc`:
```
current_design counter

set clk_period 3.6
set clk_io_pct 0.2

create_clock -name clk0 -period $clk_period [get_ports {clk}]

set non_clock_inputs [all_inputs -no_clocks]
set_input_delay [expr $clk_period * $clk_io_pct] -clock clk0 $non_clock_inputs
set_output_delay [expr $clk_period * $clk_io_pct] -clock clk0 [all_outputs]
```
==> run notes <==
run metrics: outcome=finished clean, Pins Over Slew Limit=0, fin worst setup slack=between 1.5 and 2 ns, period utilization=0.4523, tool warnings=37, Antenna Cells=0, first-pass GRT wire length=8859 um, Port Buffer Count=18, Worst slew margin=0.6233, tally of filler cells in the layout=868, yosys stat cell total=between 200 and 300, fmax=0.6142 GHz, XOR Share, Synth=0.08873, P&R area growth vs syn=13.10%, fp util=0.3071, largest net degree at the start of global routing=45, GRT Total Usage=0.1232, area leader, netlist=dfrtp_1, r2r startpoint=U1.cnt_p[27], AO/OA Area Share=0.1028, yosys synthesis warning count=2, endpoints left unconstrained=25, initial antenna violation count=0, Clock Tree Root=clkbuf_8, r2r setup slk=1.97 ns, worst vdd ir=around 0.00017 V, crit path kind=reg2reg, max_cap viols=0, GPL Wtd Cong=around 0.9, CTS Hold Bufs=0, Routed WL=4949 um, 1st-iter DRT viols=77, Post-Syn Area per Cell=around 9.6 um^2, Post-CTS Setup Inserts=0, comb area leader=simple AND/OR/NAND/NOR gates, placed cells=396, Pre-Repair DR Iteration Count=4, CTS Buffer Depth=2, Seq share, synth=0.4131, fa+ha+maj area frac=0.07042, Hold Startpoint=U1.cnt_p[0], Synth flops=44, main flop type after synthesis=dfrtp_1, most instantiated cells after synthesis=dfrtp_1, nand2_1, nor2_1, Post-DP HPWL=~3600 um, Syn Inst Count=278, Routed Antenna Nets=0, number of global-route vias before repair=1,898, element type at the critical path start=flip-flop, num ports=23, Setup WS pre-CTS=1.980 ns, CTS buffer count=5, fin cells=403, number of flops mapped to enable cells by yosys=0, Worst Path Required=3.77 ns, min cycle time layout=1.628 ns, Slew @ Worst Pin=0.5650 ns, Leakage Power=1.320 nW, Avg WL per Cell=12.28 um, worst path arrival time=1.80 ns, DR DRC count=0, count leader, synth=dfrtp_1, core area=0.008678 mm^2, Setup Viol. Count Final=0, Core Rows=34, Synth async-reset ratio=1.000, Die ar.=0.009264 mm^2, Die X=~96 um, Basic Gates by Area=0.2765, post_cts resized=0, CTS clk-pin slew, worst paths=0.06 ns, Area contributors post-synth=dfrtp_1, ha_1, xnor2_1, Final Skew=between 0.002 and 0.0025 ns, min-delay worst type=reg2reg, Die Height=96.25 um, grt ovf=0, setup TNS=0 ns, clk latency late pin=0.28 ns, yosys stat chip area=0.002665 mm^2, Vias/cell=4.988, mux share=0.003756, register pins left without a clock=11, Vias=approximately 2,000, layout cell share with drive strength beyond 1=0.08136, Power Density=between 200 and 250 mW/mm^2, Synth cell types=50, hold violation count in the final report=0, Crit. End Element=flip-flop, crit path from=U1.cnt_p[27], worst-path fanout max=11, mapped cell area=0.002665 mm^2, unrepaired setup endpoints after global routing=false, Dominant cell area share=0.4131, CTS tree=yes, H-tree depth=2
cell families after synthesis:
| kind of cell | after synthesis |
|---|---|
| AOI/OAI and AO/OA | 43 |
| xor gates and xnor gates | 27 |
| adders and majority gates | 15 |
| buffers and inverters | 23 |
| DFF | 44 |
| muxes | 1 |
| other | 2 |
| and+or+nand+nor | 123 |
placed cells by master, fill, tap and decap left out, types with 8 or more instances in the layout:
cell type and count:
nor3_1 13, nor2_1 21, o21ai_0 17, dfrtp_1 44, nand2_1 22, xnor2_1 15, clkdlybuf4s50_1 17, nand3_1 11
inv_1 11, nand4_1 12, a21oi_1 8, ha_1 15, xor2_1 12
final timing paths:
path                            cells after the start      endpoint
worst max-delay path                                5   U1.cnt_p[5]
worst min-delay path                                1   U1.cnt_p[0]
worst max register to register                      5   U1.cnt_p[5]
worst min register to register                      1   U1.cnt_p[0]
max in group asynchronous                           2  U1.cnt_p[16]
min in group asynchronous                           2  U1.cnt_p[26]
critical path, stage by stage, from the launching register on:
cell,delay [ns]
dfrtp_1,0.43
nor4_1,0.28
nand3_1,0.21
nor4_2,0.30
buf_4,0.23
nor2_1,0.07
per-layer routing:
metal	vias up	share of wire	track usage
li1	1020	-	-
met2	37	0.45	0.1921
met5	-	0	0
met3	5	0.032	0.02008
met4	0	0.0089	0.01368
met1	948	0.51	0.1896
metrics by stage:
| step | utilization | total power (W) | hold slack, ns | instance area, um^2 |
|---|---|---|---|---|
| final | 0.3473 | 0.0006653 | 0.4804 | 3014 |
| after global routing | 0.3473 | 0.0006954 | 0.5105 | 3014 |
| after CTS | 0.3473 | 0.0006789 | 0.4834 | 3014 |
| after detailed placement | 0.3374 | 0.0004011 | 0.4701 | 2928 |
| after global placement | 0.3374 | 0.0004014 | 0.4621 | 2928 |
| after floorplan | - | 0.0003868 | 0.4244 | 2673 |
layout make-up:
type                    count  area (um^2)  share of cell area
multi-input cells         213         1460              0.4844
flip-flops and latches     44         1101              0.3653
repair buffers             20        190.2             0.06310
well taps                 108        135.1             0.04483
clock buffers               7        86.33             0.02864
inverters                  11        41.29             0.01370
state kept, by name (all words and copies together), names as in the netlist:
register and cells:
stop_flag 1, cnt_ge 4, U1.cnt_p 32, cnt_shi 4, U1.clk_p 1, add_flag 1, start_flag 1
where the power goes:
part	leakage, nW	total (W)	internal [W]	switching [W]
Combinational	0.697	0.0000223	0.00000666	0.0000157
Sequential	0.579	0.000371	0.000371	0
Clock	0.0443	0.000272	0.000151	0.000120
Total	1.32	0.000665	0.000529	0.000136
No activity file was given, so power comes from the tool's default toggle rates.
