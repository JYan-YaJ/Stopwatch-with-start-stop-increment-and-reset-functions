### /design/flow/config.mk
export PLATFORM = sky130hd
export DESIGN_NAME = debounce
export DESIGN_NICKNAME = debounce
export VERILOG_FILES = /design/flow/design.v
export SDC_FILE = /design/flow/constraint.sdc
export NUM_CORES = 4
export LEC_CHECK = 1
export CORE_AREA = 10 10 90 90
export DIE_AREA = 0 0 100 100
### /design/flow/constraint.sdc
current_design debounce

set clk_period 4.6
set clk_io_pct 0.2

create_clock -name clk0 -period $clk_period [get_ports {clk}]

set non_clock_inputs [all_inputs -no_clocks]
set_input_delay [expr $clk_period * $clk_io_pct] -clock clk0 $non_clock_inputs
set_output_delay [expr $clk_period * $clk_io_pct] -clock clk0 [all_outputs]
### /design/flow/design.v
module debounce (clk,rst,key,key_pulse);
        parameter       N  =  1;                       
	input             clk;
        input             rst;
        input 	[N-1:0]   key;                         
	output  [N-1:0]   key_pulse;                   
        reg     [N-1:0]   key_rst_pre;                 
        reg     [N-1:0]   key_rst;                     
        wire    [N-1:0]   key_edge;                    
        always @(posedge clk  or  negedge rst)
          begin
             if (!rst) begin
                 key_rst <= {N{1'b1}};                 
                 key_rst_pre <= {N{1'b1}};
             end
             else begin
                 key_rst <= key;                      
                 key_rst_pre <= key_rst;              
             end    
           end
        assign  key_edge = key_rst_pre & (~key_rst); 
        reg	[17:0]	  cnt;                        
        always @(posedge clk or negedge rst)
           begin
             if(!rst)
                cnt <= 18'h0;
             else if(key_edge)
                cnt <= 18'h0;
             else
                cnt <= cnt + 1'h1;
             end  
        reg     [N-1:0]   key_sec_pre;                 
        reg     [N-1:0]   key_sec;                    
        always @(posedge clk  or  negedge rst)
          begin
             if (!rst) 
                 key_sec <= {N{1'b1}};                
             else if (cnt==18'h3ffff)
                 key_sec <= key;  
          end
       always @(posedge clk  or  negedge rst)
          begin
             if (!rst)
                 key_sec_pre <= {N{1'b1}};
             else                   
                 key_sec_pre <= key_sec;             
         end      
       assign  key_pulse = key_sec_pre & (~key_sec);     
endmodule
### /design/flow/run.sh
#!/bin/bash
# OpenROAD 26Q1-2900-gdf79404cd8, Yosys 0.63+post, stock flow scripts
make -C /OpenROAD-flow-scripts/flow DESIGN_CONFIG=/design/flow/config.mk WORK_HOME=/design/flow/orfs finish
==> job_summary.md <==
### Flow metrics

| Metric | Value |
|---|---|
| OpenROAD warning count | `25` |
| Detail Route Antenna Nets | `0` |
| Root buf cell | `clkbuf_8` |
| Largest net degree at the start of global routing | `23` |
| Kind of critical path | `register to output pin` |
| Num rows | `29` |
| Critical-path top delay cell | `dfstp_2` |
| Total GRT Usage | `0.0374` |
| Ys cells | `97` |
| Clk sinks | `22` |
| Post-route cell area | `between 1000 and 1500 um^2` |
| Core Footprint | `between 6000 and 7000 um^2` |
| Initial antenna violation count | `0` |
| Port Buf Inserts | `3` |
| Synth flops | `22` |
| Hpwl dp | `1240 um` |
| Critical path required time | `3680 ps` |
| Drt total wl | `1730 um` |
| Number of global-route vias before repair | `between 700 and 800` |
| Max incr delay on CP | `510 ps` |
| Iteration-0 DRC Markers | `38` |
| Top area contributor share | `0.424` |
| Final Hold Viols | `0` |
| Final Max Slew Viols | `0` |
| Cell-internal power | `304 uW` |
| Vias | `between 700 and 800` |
| Die width | `100 um` |
| Crit-path leading delay family | `flip-flops` |
| Global-route wire length before repair | `between 3000 and 4000 um` |
| Path category of the worst min-delay check | `register to register` |
| Mapped cell area | `between 1000 and 1500 um^2` |
| Switching power | `about 100 uW` |
| Pwr dens | `about 320 nW/um^2` |
| Minimum clock period | `~2300 ps` |
| Synthesis-to-finish area growth | `18.1%` |
| Num CTS Buffers | `3` |
| Critical Path Start Type | `register` |
| Post-CTS sizing | `0` |
| Rel. slew slack | `0.689` |
| Status | `finished, final reports clean` |
| Clk Latency, worst-skew pair | `between 200 and 300 ps` |
| Die Span Y | `approximately 100 um` |
| CTS tree | `yes` |
| Vias per cell | `3.95` |
| Gp weighted congestion | `between 0.7 and 0.8` |
| Clock skew | `7.43 ps` |
| Ant. Diodes | `0` |
| Area of placed instances | `approximately 1200 um^2` |
| Max VDD drop | `0.000278 V` |
| Yosys Warn Count | `1` |
| Layout cell share with drive strength beyond 1 | `0.181` |
| Sw frac | `0.250` |
| Worst Path Arrival | `1360 ps` |
| Post-Synthesis Cells | `about 97` |
| Avg Inst Size Synth | `11.0 um^2` |
| Post-synth seq share | `0.522` |
| Reg clk slew, reported paths | `approximately 70 ps` |
| Clk network pwr share | `0.334` |
| Cell taking the most area after synthesis | `dfrtp_1` |
| Post-synth cell types | `30` |
| Starting Density | `0.169` |
| TritonRoute pass-1 iters | `4` |
| CP Max Fanout | `1` |
| Fin crit share | `0.496` |
| Chip area | `approximately 10000 um^2` |
| DRC | `0` |
| CTS Buffer Depth | `2` |
| RSZ-0062 raised after global routing | `false` |
| Combinational Power Share | `0.095` |
| CTS Hold Bufs | `0` |
| Leak pwr | `0.000525 uW` |
| # setup viols final | `0` |
| Total global routing overflow | `0` |
| Slew @ Worst Pin | `approximately 470 ps` |
| Fill cells | `663` |
| Top cells by area | `dfrtp_1, dfstp_2, nor2_1, xnor2_1, nand3_1` |
| Worst setup EP type | `output pin` |
| Htree depth | `1` |
| DR WL/cell | `roughly 9.5 um` |
| Peak Freq | `about 0.44 GHz` |
| Seq pwr share | `0.571` |
| Chip area in the Yosys report | `roughly 1100 um^2` |
| CP bufs+invs | `1` |
| IO Pins | `4` |
| Sum of negative setup slack | `0 ps` |
| Worst path cell trace | `nor2b_1, clkdlybuf4s50_1` |
| Max_cap viols | `0` |
| Post-CTS Setup Repair Bufs | `0` |
-- layer usage --
layer / GRT usage / routed length, um / part of all wire
met5: 0 / 0 / 0
met4: 0.00109 / 4 / 0.0023
met3: 0.0139 / 89 / 0.051
met2: 0.0572 / 736 / 0.43
met1: 0.0525 / 899 / 0.52
-- cells by family (layout without fill, tap and decap cells) --
logic type               after synthesis  after routing  share of synthesized area
buffers and inverters                  2             10                    0.00705
multiplexers                           3              3                     0.0329
AND-OR/OR-AND                          6              6                     0.0318
adder cells (fa/ha/maj)                1              1                     0.0118
XOR/XNOR                              11             11                     0.0906
AND/OR/NAND/NOR                       52             52                      0.304
flip-flops                            22             22                      0.522
-- synth_stat cells --
cell / number
a21oi_1: 3
a31o_1: 1
and2_1: 1
and3_1: 1
and3_2: 1
and4_1: 2
and4_2: 1
clkbuf_1: 1
dfrtp_1: 18
dfstp_2: 4
ha_1: 1
inv_1: 1
mux2_4: 1
mux2i_1: 2
nand2_1: 5
nand2b_1: 3
nand3_1: 10
nand3_2: 1
nand4_1: 3
nand4_4: 1
nor2_1: 14
nor2b_1: 2
nor3_1: 2
nor3_2: 1
nor4_2: 2
nor4_4: 1
o21ai_0: 2
or3_1: 1
xnor2_1: 6
xor2_1: 5
-- area by class of cell --
| type | instances | area [um^2] | area share |
|---|---|---|---|
| flip-flops and latches | 22 | 556 | 0.442 |
| inverters | 1 | 3.75 | 0.00299 |
| multi-input cells | 73 | 500 | 0.398 |
| clock buffers | 4 | 55.1 | 0.0438 |
| repair buffers | 5 | 45.0 | 0.0359 |
| well taps | 77 | 96.3 | 0.0767 |
-- power by group through the flow --
stage | logic [uW] | clock network, uW | registers, uW
final | 38.7 | 135 | 232
after global routing | 45.9 | 149 | 236
after CTS | 40.0 | 143 | 231
-- worst reg2reg max path: stages, from the launching register on --
cell and delay (ps):
dfrtp_1 400, ha_1 270, nand3_2 180, nor3_2 190, nand3_1 130, mux2_4 310
-- final timing paths --
| check | start | endpoint | slack, ps | cells after the start |
|---|---|---|---|---|
| setup / recovery | key_sec_pre | key_pulse[0] | 2320 | 2 |
| hold / removal | key_rst | key_rst_pre | 370 | 0 |
| setup reg to reg | cnt[0] | key_sec | 3050 | 5 |
| hold reg to reg | key_rst | key_rst_pre | 370 | 0 |
| max in group asynchronous | rst | key_sec | 3320 | 2 |
| min in group asynchronous | rst | cnt[13] | 1000 | 2 |
-- flip-flops by register name, summed over array words and instances, names as in the netlist --
| signal | count |
|---|---|
| cnt | 18 |
| key_rst | 1 |
| key_rst_pre | 1 |
| key_sec | 1 |
| key_sec_pre | 1 |
-- placed cells by master, fill, tap and decap left out, types with 2 or more instances in the layout --
| cell | instances |
|---|---|
| dfrtp_1 | 18 |
| nor2_1 | 14 |
| nand3_1 | 10 |
| xnor2_1 | 6 |
| nand2_1 | 5 |
| xor2_1 | 5 |
| clkbuf_8 | 4 |
| dfstp_2 | 4 |
| nand2b_1 | 3 |
| nand4_1 | 3 |
| a21oi_1 | 3 |
| clkdlybuf4s50_1 | 3 |
| and4_1 | 2 |
| mux2i_1 | 2 |
| nor2b_1 | 2 |
| nor4_2 | 2 |
| nor3_1 | 2 |
| o21ai_0 | 2 |
| buf_4 | 2 |
-- metrics by stage --
| stage | cells | setup slack [ps] | hold slack, ps | util | power [uW] |
|---|---|---|---|---|---|
| 2_1_floorplan | 97 | 3120 | 358 | - | 257 |
| 3_3_place_gp | 178 | 2590 | 361 | 0.191 | 274 |
| 3_5_place_dp | 178 | 2590 | 365 | 0.191 | 274 |
| 4_1_cts | 182 | 2290 | 377 | 0.200 | 414 |
| 5_1_grt | 182 | 2230 | 385 | 0.200 | 431 |
| 6_report | 182 | 2320 | 374 | 0.200 | 406 |
No activity file was given, so power comes from the tool's default toggle rates.
